==> ./design.v <==
`timescale 1ns / 1ps
module ADD(
    input [7:0] NumA,
    input [7:0] NumB,
    output [7:0] Result
    );
	assign Result = NumA + NumB;
endmodule
`timescale 1ns / 1ps
module MUX(
    input [7:0] NumA,
    input [7:0] NumB,
    input Select,
    output [7:0] Result
    );
	assign Result = (Select == 1'b0) ? NumA : NumB;
endmodule
`timescale 1ns / 1ps
module NewPC_Generator(
    input [7:0] Read_Address,
    input Branch,
    input [7:0] Imm,
    output [7:0] NewPC
    );
	wire [7:0] Result_A1;
	wire [7:0] Result_A2;
	ADD A1(.NumA(Read_Address), .NumB(8'b00000001), .Result(Result_A1));	 
	ADD A2(.NumA(Result_Al), .NumB(Imm), .Result(Result_A2));				 
	MUX M1(.NumA(Result_A1), .NumB(Result_A2), .Select(Branch), .Result(NewPC));	 
endmodule
==> ./run.sh <==
#!/bin/bash
# OpenROAD 26Q1-2900-gdf79404cd8, Yosys 0.63+post, stock flow scripts
make -C /OpenROAD-flow-scripts/flow DESIGN_CONFIG=/design/flow/config.mk WORK_HOME=/design/flow/orfs finish
==> ./config.mk <==
export PLATFORM = sky130hd
export DESIGN_NAME = NewPC_Generator
export DESIGN_NICKNAME = NewPC_Generator
export VERILOG_FILES = /design/flow/design.v
export SDC_FILE = /design/flow/constraint.sdc
export NUM_CORES = 4
export LEC_CHECK = 1
export CORE_AREA = 10 10 70 70
export DIE_AREA = 0 0 80 80
==> ./constraint.sdc <==
current_design NewPC_Generator

set clk_period 2.2
set clk_io_pct 0.2

create_clock -name clk0 -period $clk_period

set non_clock_inputs [all_inputs -no_clocks]
set_input_delay [expr $clk_period * $clk_io_pct] -clock clk0 $non_clock_inputs
set_output_delay [expr $clk_period * $clk_io_pct] -clock clk0 [all_outputs]
==> qor.txt <==
Hold Slack -> 1430 ps
Setup CP Type -> input pin to output pin
YS chip area -> 216 um2
hold_buf cts -> 0
Antenna diodes -> 0
flop count -> 0
Seq/Total Area, Yosys -> 0
minimum clock period -> 2120 ps
Yosys Instances -> 36
number of global-route vias before repair -> 343
io pins -> 25
Area Overhead vs Synth -> 153%
CP arrival -> 1680 ps
Design Area, Final -> 548 um2
initial core utilization -> 0.0634
startpoint class of the critical path -> input pin
gate count of the mapped netlist -> 36
Clock Buffer Count -> 0
PwrDens -> 163 mW/mm2
num rows -> 21
Ys Warns -> 3
Top area cell types -> nand2_1 16%, nand3_1 12%, or4_1 10%, o21ai_0 9.2%, nor2b_1 8.7%
Avg Inst Size Synth -> 6.01 um2
WL/cell -> 9.84 um
vias per inst -> 3.22
Setup Fix Bufs, Post-CTS -> 0
die area -> 0.00640 mm2
Total GRT Usage -> 0.0321
Cell Chain, Critical Path -> clkdlybuf4s50_1, or4_1, nand3_1, dlygate4sd2_1
multi-input logic area -> 216 um2
I/O Buffers -> 25
GRT overflow -> 0
die extent in x -> 80 um
DRC -> 0
initial antenna violation count -> 0
first-pass iteration count of the detailed router -> 3
final worst path period share -> 0.963
Fill cells -> 402
gp weighted congestion -> 0.702
final hold violation count -> 0
core area -> 0.00342 mm2
RSZ-0062 raised after global routing -> false
vias post-DR -> 361
slowest CP cell -> or4_1
Worst Path Required -> 1760 ps
Slew headroom -> 0.897
tool warnings -> 32
DRT iter0 DRCs -> 12
Flop area -> 0 um2
WL final -> 1.10 mm
placed inst area -> 562 um2
Yosys top cell by area -> nand2_1
Final Max Slew Viols -> 0
fmax -> 0.472 GHz
Synth Cell Area -> 216 um2
status -> finished clean
worst min path class -> input pin to output pin
first-pass GRT wire length -> 1.70 mm
DIE HEIGHT -> 80 um
share of post-route cells with drive strength above 1 -> 0.258
maximum VDD drop -> 0.0000218 V
crit-path max FO -> 2
Unique cell types -> 13
Worst Tran Pin Value -> 153 ps
Area leader share -> 0.156
Setup crit end kind -> output pin
# setup viols final -> 0
largest stage delay on the critical path -> 510 ps
Max Cap Violations -> 0
Routed Antenna Nets -> 0
Lkg Pwr -> 0.210 nW
largest net degree at the start of global routing -> 10
[layout make-up]
| class | instances | area share |
|---|---|---|
| Timing Repair Buffer | 32 | 0.500 |
| Multi-Input combinational cell | 34 | 0.395 |
| Tap cell | 46 | 0.105 |
[routing by layer]
layer / share of wire / vias up / wire [um] / global-route usage
met5: 0 / - / 0 / 0
met4: 0 / 0 / 0 / 0
met3: 0.18 / 0 / 195 / 0.0216
met2: 0.45 / 13 / 492 / 0.0514
met1: 0.38 / 157 / 415 / 0.0369
li1: - / 191 / - / -
[logic make-up after synthesis]
family	Yosys count	synth area share
xor+xnor	3	0.121
fa+ha+maj	1	0.0578
mux	1	0.0520
compound gates	7	0.162
buf+inv	2	0.0693
simple gates	22	0.538
[final timing paths]
| check | startpoint | to | slack, ps | depth (start not counted) |
|---|---|---|---|---|
| min | Read_Address[4] | NewPC[6] | 1430 | 5 |
| max | Read_Address[7] | NewPC[7] | 80 | 4 |
[metrics by stage]
stage               setup TNS [ps]  utilization  setup WS (ps)  cells  power (W)
floorplan                        0            -            562     36  0.0000232
global placement             -2300        0.164           -475    112  0.0000947
detailed placement           -2350        0.164           -484    112  0.0000957
CTS                              0        0.163           7.33    112  0.0000920
global route                     0        0.160           6.65    112   0.000100
finish                           0        0.160           81.0    112  0.0000895
[power by group]
| group | internal, W | switching (W) |
|---|---|---|
| sequential | 0 | 0 |
| combinational | 0.0000600 | 0.0000294 |
| clock | 0 | 0 |
[placed cells by master (no fill, tap or decap), drive strengths merged]
cell type,count
buf,13
clkbuf,1
xor2,2
dlygate4sd2,3
nand4,1
mux2,1
or4,3
o21ai,7
clkdlybuf4s50,15
nor2b,3
xnor2,1
nand2,9
ha,1
nand3,6
[worst max-delay path, delay by kind of cell]
kind                   cells  cell delay, ps
AND/OR/NAND/NOR            2             600
buffers and inverters      2             640
[timing repair]
action                                 4_1_cts  5_1_grt
pin swaps                                    4        2
resized                                     31        6
setup endpoints to repair                    8        1
endpoints found under the hold margin        0        0
[synth_stat cells, drive strengths merged]
master	n
o21ai	7
buf	2
xor2	2
mux2	1
nand4	1
nand2	9
or4	3
xnor2	1
ha	1
nand3	6
nor2b	3
Power figures rest on the tool's default switching activity, not on a simulated workload.
