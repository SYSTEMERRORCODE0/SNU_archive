==> flow/design.v <==
`timescale 1ns / 1ps
module ALU(
    input [7:0] NumA,
    input [7:0] NumB,
    input ALUOP,
    output [7:0] Result
    );
	assign Result = NumA + NumB;
endmodule
`timescale 1ns / 1ps
module Control(
    input [1:0] Opcode,
    output [7:0] CtrlSign
    );
	assign CtrlSign = (Opcode == 2'b00) ? 8'b11000001 :
					(Opcode == 2'b01) ? 8'b01101010 :
					(Opcode == 2'b10) ? 8'b00100100 :
					8'b00010000;
endmodule
`timescale 1ns / 1ps
module Data_Memory(
    input CLK,
    input RST,
    input State_Memory,
    input [4:0] Address,
    input [7:0] Write_Data,
    input MemRead,
    input MemWrite,
    output reg [7:0] Read_Data
    );
	reg [7:0] mem[31:0];
	initial begin
		mem[0] <= 0;
		mem[1] <= 1;
		mem[2] <= 2;
		mem[3] <= 3;
		mem[4] <= 4;
		mem[5] <= 5;
		mem[6] <= 6;
		mem[7] <= 7;
		mem[8] <= 8;
		mem[9] <= 9;
		mem[10] <= 10;
		mem[11] <= 11;
		mem[12] <= 12;
		mem[13] <= 13;
		mem[14] <= 14;
		mem[15] <= 15;
		mem[16] <= 0;
		mem[17] <= -1;
		mem[18] <= -2;
		mem[19] <= -3;
		mem[20] <= -4;
		mem[21] <= -5;
		mem[22] <= -6;
		mem[23] <= -7;
		mem[24] <= -8;
		mem[25] <= -9;
		mem[26] <= -10;
		mem[27] <= -11;
		mem[28] <= -12;
		mem[29] <= -13;
		mem[30] <= -14;
		mem[31] <= -15;
	end
	always @(posedge RST or posedge State_Memory) begin
		if(RST) begin
			mem[0] <= 0;
			mem[1] <= 1;
			mem[2] <= 2;
			mem[3] <= 3;
			mem[4] <= 4;
			mem[5] <= 5;
			mem[6] <= 6;
			mem[7] <= 7;
			mem[8] <= 8;
			mem[9] <= 9;
			mem[10] <= 10;
			mem[11] <= 11;
			mem[12] <= 12;
			mem[13] <= 13;
			mem[14] <= 14;
			mem[15] <= 15;
			mem[16] <= 0;
			mem[17] <= -1;
			mem[18] <= -2;
			mem[19] <= -3;
			mem[20] <= -4;
			mem[21] <= -5;
			mem[22] <= -6;
			mem[23] <= -7;
			mem[24] <= -8;
			mem[25] <= -9;
			mem[26] <= -10;
			mem[27] <= -11;
			mem[28] <= -12;
			mem[29] <= -13;
			mem[30] <= -14;
			mem[31] <= -15;
		end else begin
			if(MemWrite == 1'b1) begin
				mem[Address] <= Write_Data;
			end
			if(MemRead == 1'b1) begin
				Read_Data <= mem[Address];
			end
		end
	end
endmodule
`timescale 1ns / 1ps
module Freq_Div(
    input CLK_IN,
    input RST,
    output reg CLK,
    output reg [1:0] State
    );
	reg [31:0] cnt;
	initial begin
		State <= 2'b00;
	end
	always @(posedge CLK_IN) begin
		if(RST) begin
			cnt <= 32'd0;
			CLK <= 1'b0;
			State <= 2'b00;
		end else begin
			if(cnt == 32'd25000000) begin
				cnt <= 32'd0;
				if(CLK == 1'b0) begin
					State <= 2'b00;
				end
				CLK <= ~CLK;
			end else begin
				cnt <= cnt + 1;
				if(CLK == 1'b1) begin
					if(cnt == 32'd500) begin
						State <= 2'b01;
					end else if(cnt == 32'd1000) begin
						State <= 2'b10;
					end else if(cnt == 32'd1500) begin
						State <= 2'b11;
					end
				end
			end
		end
	end
endmodule
`timescale 1ns / 1ps
module MUX(
    input [7:0] NumA,
    input [7:0] NumB,
    input Select,
    output [7:0] Result
    );
	assign Result = (Select == 1'b0) ? NumA : NumB;
endmodule
`timescale 1ns / 1ps
module Microprocessor(
    input [7:0] Instruction,
    input CLK_IN,
    input RST,
	input [3:0] SEL_REG,
    output [7:0] Read_Address,	 
    output [6:0] SEG1,   
	output [6:0] SEG2,	 
	output [6:0] SEG3,   
	output [6:0] SEG4,	 
	output [6:0] SEG5,   
	output [6:0] SEG6	 
    );
	wire CLK;				 
	wire [1:0] State;		 
	wire [7:0] CtrlSign;	 
	wire [7:0] Imm;			 
	wire [7:0] Read_Data1;		 
	wire [7:0] Read_Data2;		 
	wire [7:0] ALU_Result;	 
	wire [7:0] Read_Data;	 
	wire [7:0] Reg_Write_Data_Save;	 
	wire State_Reg_Write;	 
	wire State_Memory;		 
	wire [7:0] NewPC;
	wire [1:0] Write_Reg;
	wire [7:0] Reg_Write_Data;	 
	wire [7:0] ALU_Input2;
	wire [4:0] ALU_Result_5;		 
	wire [1:0] Reg_Data_Select;		 
	wire [7:0] Reg_Data;
	Freq_Div FD1(.CLK_IN(CLK_IN), .RST(RST), .CLK(CLK), .State(State));	 
	State_Control SC1(.State(State), .State_Reg_Write(State_Reg_Write), .State_Memory(State_Memory));	 
	Control C1(.Opcode(Instruction[7:6]), .CtrlSign(CtrlSign));	 
	PC P1(.CLK(CLK), .RST(RST), .NewPC(CtrlSign[4] ? (Read_Address + 8'b00000001 + Imm) : (Read_Address + 8'b00000001)), .PCout(Read_Address));
	assign Write_Reg = (CtrlSign[7] == 1) ? Instruction[1:0] : Instruction[3:2];
	MUX M2(.NumA(ALU_Result), .NumB(Read_Data), .Select(CtrlSign[1]), .Result(Reg_Write_Data));
	Reg_Data_Select_Converter RDSC1(.IN(SEL_REG), .OUT(Reg_Data_Select));
	Registers R1(.CLK(CLK), .RST(RST), .State_Reg_Write(State_Reg_Write), .Read_Reg1(Instruction[5:4]), 
				.Read_Reg2(Instruction[3:2]), .Write_Reg(Write_Reg), .Reg_Write_Data(Reg_Write_Data), 
				.RegWrite(CtrlSign[6]), .Read_Data1(Read_Data1), .Read_Data2(Read_Data2), 
				.Reg_Write_Data_Save(Reg_Write_Data_Save), .Reg_Data_Select(Reg_Data_Select),
				.Reg_Data(Reg_Data));
	MUX M3(.NumA(Read_Data2), .NumB(Imm), .Select(CtrlSign[5]), .Result(ALU_Input2));
	ALU A1(.NumA(Read_Data1), .NumB(ALU_Input2), .ALUOP(CtrlSign[0]), .Result(ALU_Result));
	v8_to_5_Compressor COMP1(.Address8bits(ALU_Result), .Address5bits(ALU_Result_5));
	Data_Memory D1(.CLK(CLK), .RST(RST), .State_Memory(State_Memory), .Address(ALU_Result_5),
				.Write_Data(Read_Data2), .MemRead(CtrlSign[3]), .MemWrite(CtrlSign[2]), .Read_Data(Read_Data));
	Sign_Extend SE1(.IN(Instruction[1:0]), .OUT(Imm));
	v7_Segment V1(.hex(Reg_Write_Data_Save[7:4]), .seg(SEG1));
	v7_Segment V2(.hex(Reg_Write_Data_Save[3:0]), .seg(SEG2));
	v7_Segment V3(.hex(Read_Address[7:4]), .seg(SEG3));
	v7_Segment V4(.hex(Read_Address[3:0]), .seg(SEG4));
	v7_Segment V5(.hex(Reg_Data[7:4]), .seg(SEG5));
	v7_Segment V6(.hex(Reg_Data[3:0]), .seg(SEG6));
endmodule
`timescale 1ns / 1ps
module PC(
    input CLK,
    input RST,
    input [7:0] NewPC,
    output reg [7:0] PCout
    );
	reg ready;
	initial begin
		PCout <= 0;
		ready <= 0;
	end
	always @(posedge CLK or posedge RST) begin
		if(RST) begin
			PCout <= 0;
			ready <= 0;
		end else begin
			if(ready == 1'b0) begin
				ready <= 1;
			end else begin
				PCout <= NewPC;
			end
		end
	end
endmodule
`timescale 1ns / 1ps
module Reg_Data_Select_Converter(
    input [3:0] IN,
    output reg [1:0] OUT
    );
	always begin
		if(IN[0] == 1) begin
			OUT = 2'b00;
		end else if(IN[1] == 1) begin
			OUT = 2'b01;
		end else if(IN[2] == 1) begin
			OUT = 2'b10;
		end else if(IN[3] == 1) begin
			OUT = 2'b11;
		end
	end
endmodule
`timescale 1ns / 1ps
module Registers(
    input CLK,
    input RST,
    input State_Reg_Write,
    input [1:0] Read_Reg1,
    input [1:0] Read_Reg2,
    input [1:0] Write_Reg,
    input [7:0] Reg_Write_Data,
    input RegWrite,
	input [1:0] Reg_Data_Select,
	output [7:0] Reg_Data,
    output [7:0] Read_Data1,
    output [7:0] Read_Data2,
    output reg [7:0] Reg_Write_Data_Save
    );
	reg [7:0] register[3:0];
	initial begin
		register[0] = 0;
		register[1] = 0;
		register[2] = 0;
		register[3] = 0;
	end
	assign Read_Data1 = (Read_Reg1 == 2'b00) ? register[0] :
						(Read_Reg1 == 2'b01) ? register[1] :
						(Read_Reg1 == 2'b10) ? register[2] :
						register[3];
	assign Read_Data2 = (Read_Reg2 == 2'b00) ? register[0] :
						(Read_Reg2 == 2'b01) ? register[1] :
						(Read_Reg2 == 2'b10) ? register[2] :
						register[3];
	assign Reg_Data = (Reg_Data_Select == 2'b00) ? register[0] :
					  (Reg_Data_Select == 2'b01) ? register[1] :
					  (Reg_Data_Select == 2'b10) ? register[2] :
					  (Reg_Data_Select == 2'b11) ? register[3] :
					  8'b00000000;
	always @(posedge RST or posedge State_Reg_Write) begin
		if(RST) begin
			register[0] = 0;
			register[1] = 0;
			register[2] = 0;
			register[3] = 0;
		end else begin
			Reg_Write_Data_Save = Reg_Write_Data;
			if(RegWrite == 1'b1) begin
				register[Write_Reg] = Reg_Write_Data;
			end
		end
	end
endmodule
`timescale 1ns / 1ps
module Sign_Extend(
    input [1:0] IN,
    output [7:0] OUT
    );
	assign OUT = (IN[1] == 1) ? 8'b11111100 + IN : 8'b00000000 + IN;
endmodule
`timescale 1ns / 1ps
module State_Control(
    input [1:0] State,
    output State_Reg_Write,
    output State_Memory
    );
	assign State_Reg_Write = State[1];
	assign State_Memory = State[0];
endmodule
`timescale 1ns / 1ps
module v7_Segment(
    input [0:0] hex,
    output reg [6:0] seg
    );
	always begin
		case(hex)
			4'b0000 : seg <= 7'b0111111;
			4'b0001 : seg <= 7'b0000110;
			4'b0010 : seg <= 7'b1011011;
			4'b0011 : seg <= 7'b1001111;
			4'b0100 : seg <= 7'b1100110;
			4'b0101 : seg <= 7'b1101101;
			4'b0110 : seg <= 7'b1111101;
			4'b0111 : seg <= 7'b0000111;
			4'b1000 : seg <= 7'b1111111;
			4'b1001 : seg <= 7'b1101111;
			4'b1010 : seg <= 7'b1110111;
			4'b1011 : seg <= 7'b1111100;
			4'b1100 : seg <= 7'b0111001;
			4'b1101 : seg <= 7'b1011110;
			4'b1110 : seg <= 7'b1111001;
			4'b1111 : seg <= 7'b1110001;
		endcase
	end
endmodule
`timescale 1ns / 1ps
module v8_to_5_Compressor(
    input [7:0] Address8bits,
    output [4:0] Address5bits
    );
	assign Address5bits = Address8bits[4:0];
endmodule
==> flow/run.sh <==
#!/bin/bash
# OpenROAD 26Q1-2900-gdf79404cd8, Yosys 0.63+post, stock flow scripts
make -C /OpenROAD-flow-scripts/flow DESIGN_CONFIG=/design/flow/config.mk WORK_HOME=/design/flow/orfs finish
==> flow/config.mk <==
export PLATFORM = sky130hd
export DESIGN_NAME = Microprocessor
export DESIGN_NICKNAME = Microprocessor
export VERILOG_FILES = /design/flow/design.v
export SDC_FILE = /design/flow/constraint.sdc
export NUM_CORES = 4
export LEC_CHECK = 1
export CORE_UTILIZATION = 40
==> flow/constraint.sdc <==
current_design Microprocessor

set clk_period 6.0
set clk_io_pct 0.2

create_clock -name clk0 -period $clk_period [get_ports {CLK_IN}]

set non_clock_inputs [all_inputs -no_clocks]
set_input_delay [expr $clk_period * $clk_io_pct] -clock clk0 $non_clock_inputs
set_output_delay [expr $clk_period * $clk_io_pct] -clock clk0 [all_outputs]
==> notes.md <==
Results of the run.

Counting along the longest clock path gives a buffer depth of 2. The total congestion overflow after global routing is 0. The yosys synthesis chip area is 12000 um2. The synthesis report names the predominant flop master as sky130_fd_sc_hd__dfrtp_1. The root buffer cell chosen for the clock tree is sky130_fd_sc_hd__clkbuf_16. TritonCTS built the clock tree. The flow ran to the end, and the final reports show no timing, DRC or antenna violations.

In the finished design, the share of the clock period the worst path needs comes to 41.0%. According to the floorplan report, the die height is 175 um. At the worst endpoint, the required time is 6.14 ns. Endpoints failing hold in the final report were tallied at 0.

The switching portion of total power comes to 46.6%. The proportion of power drawn by flip-flops and latches is 21.2%. The number of global-route vias before repair is roughly 8500. The internal power is 0.626 mW.

The source-to-sink clock delay at the later pin of the worst-skew pair is between 0.2 and 0.3 ns. 236 endpoints have no timing constraint. The worst pin sits at a relative slew slack of 38.4%. The critical register-to-register path startpoint is FD1.cnt[18]. Per the post-CTS timing run, clock transition at the registers of the reported paths is around 0.050 ns. The port buffer count is 45. Entering global routing, the biggest net connects 120 pins. The clock tree synthesis step divided the H-tree into 2 levels. The timer found slightly below 200 register pins that no clock reaches; their paths are not timed. Buffers inserted during clock tree synthesis total 5. The critical path maximum fanout is 32. The post-place instance area is ~13000 um2. Per the detail_route report, DRC violations left total 0. The share of post-route cells with drive strength above 1 is ~22%. The worst hold path begins at FD1.cnt[0]. The number of inserted diodes is 0. The flow reports an fmax of 407 MHz. The transition time of the tightest slew-check pin is 0.916 ns. Wires add up to slightly above 30000 um.

STA classifies the critical path endpoint as a flip-flop. The total area inside the core boundary comes to 29600 um2. The post-route report lists met1 wire length as 14000 um.

The power report attributes to the clock group a share of around a quarter. The total count of max-transition violations in the final report is 0. The script logs the mean routed wire length per placed instance as 19.5 um. The total placed cells including tap cells is 1567. The row count is 63.

The first global-routing pass estimated a little under 50000 um of wire. The number of hold buffers added after CTS was 0. The final hold slack is 0.480 ns. At the end of routability-driven placement, the weighted congestion stood at around 0.95. The critical register-to-register path endpoint is FD1.cnt[30]. The cell area after synthesis is ~12000 um2. Nets still carrying antenna violations after routing amount to 0.

STA shows the worst min-delay path finishing at FD1.cnt[0]. The library cell used most frequently in the layout, excluding fill and tap cells, is sky130_fd_sc_hd__nand2_1. For this design the top-level I/O count stands at between 60 and 70. Synthesis inferred 233 register bits.

In this run the layout overhead on the synthesized area is reported as 7.04%. The slack of the worst reg-to-reg path is 3.54 ns. For the final routed database, the setup TNS stands at 0 ns. Once layout is complete, the utilization of the core stands at between 40% and 50%. Measured in cells, the most critical reg-to-reg path has a length of 6.

The final worst clock skew is 0.00518 ns. The number of different library cells used by synthesis comes to 72. The number of vias per cell is roughly 5.5.

The type of the worst setup path is reg -> reg. The initial antenna violation count is 0. Synthesis handed over a netlist of roughly 1200 instances. The via count is approximately 8700. The count of library flops with an enable pin is 7. The highest metal layer used by the detailed router is met4. In this run the tools logged warnings totalling 31. The power per standard cell area is around 90 nW/um2.

The area of all placed cells without fillers is between 10000 and 15000 um2. The die outline area is roughly 30000 um2. The final timing report derives a shortest allowable period of between 2 and 2.5 ns. The min-delay analysis places its worst path in the category reg -> reg.

The post-cts resize count is 0. On the critical path the data arrives at 2.59 ns. The synthesized netlist was found by Yosys to have ~1200 cells. Leaving out filler cells and counting taps, the final layout contains approximately 1600. The detailed placement HPWL is ~21000 um. The library cells used most frequently in the layout, excluding fill and tap cells, are sky130_fd_sc_hd__nand2_1 (146), sky130_fd_sc_hd__mux2_2 (118), sky130_fd_sc_hd__dfrtp_1 (110).

The worst setup path is launched from a flip-flop. Per the OpenROAD power report, switching power amounts to approximately 0.54 mW. The total global-route track usage is between 20% and 30%. The synthesis report lists the Yosys warning total as 14. The fraction of registers with async set/reset is 81.1%. Setup violations remaining at the end of the flow were counted as 0.

The count of buffers added by post-CTS timing repair for setup is 0. The number of cells traversed by the worst hold path is 1. In this run the VDD rail shows a maximum IR drop of roughly 0.19 mV. The number of DRC markers after the initial detailed-route iteration is 521. The wire length on met3 is ~1900 um. Setup repair after global routing left no endpoint under its margin.

The horizontal die dimension reported for this design is 175 um. The per-instance average area after synthesis is around 10 um2. The first detailed-routing pass ran for 5 iterations. The routed length on met2 is between 10000 and 15000 um. The leakage power total is slightly above 5 nW.

The part of the power in combinational logic is 53.2%. Before placement the cells fill approximately two fifths of the core. Max-cap violations in this run came to 0.
## state kept, by name (all words and copies together) (netlist names)
signal	count
D1.Read_Data	5
D1.mem	160
R1.Reg_Write_Data_Save	2
R1.register	20
RDSC1.OUT	2
FD1.CLK	1
FD1.cnt	32
P1.PCout	8
FD1.State	2
P1.ready	1
## cell type report
type	instances	area (um2)
Clock buffer	6	139
Clock inverter	2	35.0
Fill cell	2799	16700
Inverter	21	86.3
Multi-Input combinational cell	855	5710
Sequential cell	233	5770
Tap cell	390	488
Timing Repair Buffer	68	636
## worst max-delay path: stages (launching register included)
cell and delay [ns]:
sky130_fd_sc_hd__dfxtp_1 0.39, sky130_fd_sc_hd__and3_1 0.22, sky130_fd_sc_hd__and3_1 0.25, sky130_fd_sc_hd__nand2_1 0.09
sky130_fd_sc_hd__nor4_1 0.62, sky130_fd_sc_hd__or2_2 0.62, sky130_fd_sc_hd__nor2_1 0.12
## per-layer routing
layer	GRT usage, %	vias up
li1	-	4141
met1	33.7	4239
met2	32.3	263
met3	3.91	46
met4	5.43	0
met5	0	-
## how the worst max path moves through the flow
stage                         end  cells past startpoint        start
after CTS             FD1.cnt[30]                      6  FD1.cnt[18]
after global routing  FD1.cnt[30]                      6  FD1.cnt[18]
final                 FD1.cnt[30]                      6  FD1.cnt[18]
## power groups by stage
stage                 Combinational (mW)  Sequential [mW]  Clock [mW]
final                              0.623            0.249       0.299
after CTS                          0.617            0.249       0.305
after global routing               0.666            0.249       0.315
## Yosys cell counts, drive strengths merged, types with 8 or more instances
master / n / share of area, %
ha: 18 / 1.9
mux2: 118 / 11
inv: 21 / 0.66
dfstp: 79 / 17
xor2: 24 / 1.7
o21ai: 112 / 4.7
mux4: 9 / 1.7
mux2i: 15 / 1.2
and3: 19 / 1.0
nand3: 75 / 3.2
nor3: 12 / 0.50
o21a: 9 / 0.56
buf: 51 / 3.0
a21oi: 29 / 1.2
nand2: 147 / 4.6
dfrtp: 110 / 23
a22oi: 12 / 0.75
nor4: 8 / 0.42
dfxtp: 35 / 5.8
nor2b: 8 / 0.42
nand4: 14 / 0.73
nor2: 97 / 3.2
clkbuf: 48 / 1.5
xnor2: 24 / 2.0
a31oi: 12 / 0.62
## per-stage QoR
step           total power, mW  setup WS, ns
6_report                  1.17          3.54
3_5_place_dp             0.869          3.27
3_3_place_gp             0.870          3.29
5_1_grt                   1.23          3.27
4_1_cts                   1.17          3.52
2_1_floorplan            0.657          3.37
## cell families (layout without fill, tap and decap cells)
group	Yosys count	in the layout	synth area share (%)
AND/OR/NAND/NOR	399	399	15.2
XOR/XNOR	48	48	3.72
adder cells (fa/ha/maj)	20	20	2.21
multiplexers	142	142	14.0
other	2	19	0.0625
flip-flops	231	231	47.8
buffers and inverters	120	97	5.14
AND-OR/OR-AND	227	227	11.7
latches	2	2	0.250
No activity file was given, so power comes from the tool's default toggle rates.
